<file path="/design/flow/run.sh">
#!/bin/bash
# OpenROAD 26Q1-2900-gdf79404cd8, Yosys 0.63+post, stock flow scripts
make -C /OpenROAD-flow-scripts/flow DESIGN_CONFIG=/design/flow/config.mk WORK_HOME=/design/flow/orfs finish
</file>
<file path="/design/flow/config.mk">
export PLATFORM = sky130hd
export DESIGN_NAME = float2int
export DESIGN_NICKNAME = float2int
export VERILOG_FILES = /design/flow/design.v
export SDC_FILE = /design/flow/constraint.sdc
export NUM_CORES = 4
export LEC_CHECK = 1
export CORE_UTILIZATION = 40
export SYNTH_HDL_FRONTEND = slang
</file>
<file path="/design/flow/constraint.sdc">
current_design float2int

set clk_period 11.9
set clk_io_pct 0.2

create_clock -name clk0 -period $clk_period

set non_clock_inputs [all_inputs -no_clocks]
set_input_delay [expr $clk_period * $clk_io_pct] -clock clk0 $non_clock_inputs
set_output_delay [expr $clk_period * $clk_io_pct] -clock clk0 [all_outputs]
</file>
<file path="/design/flow/design.v">
`timescale 1ns / 1ps
module float2int(
    input  logic sign_in,
    input  logic [30:23] exponent_in,
    input  logic [22:0] mantissa,
    output logic sign_out,
    output logic [30:0] int_out,
    output logic overflow, underflow
    );
   logic [30:0] s0, s1, s2, s3;
   logic [7:0] exponent;
assign sign_out = sign_in;
always_comb begin
       exponent = exponent_in - 127;
       if (exponent[7] == 1'b0) begin
       s0 = exponent[0] ? {7'b0, 1'b1, mantissa, 1'b0} : {7'b0, 1'b1, mantissa};
       s1 = exponent[1] ? {s0[28:0], 2'b0} : s0;
       s2 = exponent[2] ? {s1[26:0], 4'b0} : s1;
       int_out = exponent[3] ? {s2[22:0], 8'b0} : s2;
       overflow = (|exponent[6:4]);
       underflow = 1'b0;
       end
       else begin
       s0 = exponent[0] ? {9'b0, mantissa[22:1]} : {8'b0, mantissa};
       s1 = exponent[1] ? {2'b0, s0[22:2]} : s0;
       s2 = exponent[2] ? {4'b0, s1[22:4]} : s1;
       s3 = exponent[3] ? {8'b0, s2[22:8]} : s2;
       int_out = exponent[4] ? {16'b0, s3[22:16]} : s3;
       overflow = 1'b0;
       underflow = (|mantissa) & (~(|int_out) | (|exponent[6:5]));
       end
   end
endmodule
</file>
==> Slide: Implementation Results <==
Physical Implementation Snapshot

Finish
  • Fillers: 673
  • Clock buffer count: 0
  • Reg area: 0 um2
  • Final Util: 51.0%
  • Flops: 0
  • Layout cell share with drive strength beyond 1: 14.5%
  • Area delta synth->final: 23.3%
  • Cell area after layout: 3460 um2

Run status
  • Status: complete, no violations

Logic synthesis
  • Synth Seq Share: 0%
  • Synthesized area: 2810 um2
  • Synth top cell by count: nor2_1
  • Post-synth area hogs: mux4_2, mux2i_1, nor2_1, mux2_2, nand2_1
  • Synth cell count leaders: nor2_1, nand2_1, mux2i_1
  • Count of cell types in the netlist: 56
  • Leading area contributor after synthesis: mux4_2
  • Ys cells: 384
  • Ys Warns: 0
  • Chip area in the Yosys report: 2810 um2
  • Syn Area/Cell: 7.31 um2
  • Area leader share: 16.8%
  • Syn Inst Count: 384

Worst setup path
  • Crit path DAT: 6.27 ns
  • Setup crit start kind: primary input
  • CP Max Fanout: 35
  • WP data required: 9.52 ns
  • Buf/Inv on CP: 4
  • Family with the most delay on the worst path: buffers and inverters
  • CP cell instances: clkdlybuf4s50_1, ha_2, buf_4, clkinv_1, o211a_1, a221oi_1, nand4b_1, o41ai_2, clkdlybuf4s50_1
  • CP max stage delay: 0.68 ns
  • Crit end category: primary output
  • Critical path's slowest cell: ha_2
  • Critical path class: in -> out
  • Worst path most repeated cell: clkdlybuf4s50_1

Final timing
  • Max Slew Vio Count: 0
  • Slew @ Worst Pin: 0.805 ns
  • Post-Route Setup TNS: 0 ns
  • Final hold violation count: 0
  • RSZ-0062 raised after global routing: false
  • Minimum clock period: 8.65 ns
  • Final setup violating endpoints: 0
  • Headroom to the max-slew limit: 46.3%
  • Period utilisation layout: 72.7%
  • Max Freq: 0.116 GHz

Drt
  • TritonRoute pass-1 iters: 7
  • Final ANT Viol Nets: 0
  • Vias per cell: 6.30
  • Ant diodes: 0
  • Routed WL: 10100 um
  • DRT iter0 DRCs: 287
  • Post-route DRC: 0
  • Post-DR wirelength/cell: 19.5 um
  • Via Count: 3251

Power
  • Overall Power: 212 uW
  • Reg power frac: 0%
  • Pwr Density: 61.1 nW/um2
  • Worst VDD drop: 0.0247 mV
  • Internal: 99.6 uW
  • Sw Share: 52.9%
  • Psw: 112 uW
  • Clock share of power: 0%
  • Comb power frac: 100.0%
  • Pleak: 0.00127 uW

Global route
  • Initial antenna violation count: 0
  • First-pass GRT wire length: 15700 um
  • Gr usage total: 27.7%
  • Grt total ovfl: 0
  • Largest net degree at the start of global routing: 60
  • Vias in the first global route: 2878

Place
  • I/O Buffers: 64
  • GP Congestion: 0.963
  • DP Area: 3460 um2
  • Estimated wirelength of the detail-placed design: 7580 um

Floorplan
  • Row Count: 30
  • Placeable Area: 6790 um2
  • I/O Pins: 66
  • Initial core utilization: 41.3%
  • Chip area: 7360 um2
  • Die height: 85.8 um
  • Die W: 85.8 um

Worst hold path
  • Hold Path Class: in -> out

Clock tree
  • Post-CTS setup buffer count: 0
  • Post-CTS resize count: 0
  • Cts hold-fix bufs: 0

Flow run
  • Tool Warnings: 33
  • Max-cap violations: 0
-- kinds of logic after synthesis --
logic type      count (synthesis)  synth area share [%]
compound gates                111                  25.6
xor+xnor                       10                  3.39
fa+ha+maj                       2                 0.891
buf+inv                        40                  8.15
mux                            78                  39.3
simple gates                  143                  22.6
-- area by class of cell --
cell class	instances	area [um2]	area share, %
multi-input combinational	344	2620	75.8
timing repair buffer	74	711	20.5
inverter	2	7.51	0.217
tap	96	120	3.47
-- placed cells by master (no fill, tap or decap), types with 4 or more instances in the layout --
cell,count
nor2_1,51
mux2_1,4
o31ai_1,4
a31oi_1,6
nand2_1,47
a21oi_1,30
nor4_1,7
a211oi_1,10
or3_1,4
and2_1,4
mux2_4,4
o211ai_1,5
a311oi_1,5
mux2_2,16
nand3_1,13
and3_1,4
buf_4,10
nor3_1,4
mux2i_1,32
o21ai_0,28
mux4_2,21
clkdlybuf4s50_1,63
-- power by group through the flow --
stage	logic, uW	clock network (uW)	registers [uW]
after CTS	209	0	0
after global routing	228	0	0
final	212	0	0
-- per-stage QoR --
step | hold slack, ns | instances | setup slack, ns
floorplan | 4.83 | 384 | 4.14
global placement | 4.76 | 516 | 3.32
detailed placement | 4.76 | 516 | 3.27
CTS | 4.76 | 516 | 3.27
global route | 4.76 | 516 | 3.01
finish | 4.76 | 516 | 3.25
-- worst paths after layout --
check | startpoint | slack (ns) | cells after the start | endpoint
worst max-delay path | exponent_in[24] | 3.25 | 9 | underflow
worst min-delay path | sign_in | 4.76 | 0 | sign_out
-- per-layer routing --
metal  part of all wire (%)  vias up  global-route usage, %
li1                       -     1552                      -
met1                     47     1501                   44.3
met2                     42      179                   39.3
met3                    8.2       19                   4.39
met4                    3.0        0                   7.58
met5                      0        -                      0
Power and IR drop assume default switching activity.
